File: design/flow/design.v
module ALU(
  input clk,
  input [2:0] addr,
  input [7:0]a,
  input [7:0]b,
  input [2:0]sel,
  input alu_en,
  output reg [7:0] out,
  output reg [2:0] out_addr
);
reg [11:0] tmp;
reg [11:0] u_shift_a, shift_a, u_shift_b, shift_b, shift_a6;
always @(posedge clk) begin
  if (sel == 0) begin
    tmp = {a[7], a} + {b[7], b};
    out = tmp[8:1];
  end
  else if (sel == 1) begin
    tmp = {a[7], a} + ~({b[7], b}) + 1;
    out = tmp[8:1];
    end
  else if (sel == 2)
    out = a & b;
  else if (sel == 3)
    out = a | b;
  else if (sel == 4)
    out = a ^ b;
  else if (sel == 5) begin
    u_shift_a = a >> 1;
    shift_a = {{4{a[7]}}, u_shift_a[6:0]} ;
    u_shift_b = b << 2;
    shift_b = { b[7], u_shift_b[9:0] };
    tmp = shift_a + shift_b;
    out = tmp[10:3];
  end
  else if (sel == 6) begin
    shift_a6 = {{3{a[7]}}, a} + {{3{b[7]}}, b};
    tmp = shift_a6 * 3;
    out = tmp[10:3];
  end
  else if (sel == 7) begin
    tmp = a * 6;
    shift_b = b >> 2;
    tmp = tmp + b;
    out = tmp[10:3];
  end
  out_addr <= addr;
end
endmodule  
File: design/flow/run.sh
#!/bin/bash
# OpenROAD 26Q1-2900-gdf79404cd8, Yosys 0.63+post, stock flow scripts
make -C /OpenROAD-flow-scripts/flow DESIGN_CONFIG=/design/flow/config.mk WORK_HOME=/design/flow/orfs finish
File: design/flow/config.mk
export PLATFORM = sky130hd
export DESIGN_NAME = ALU
export DESIGN_NICKNAME = ALU
export VERILOG_FILES = /design/flow/design.v
export SDC_FILE = /design/flow/constraint.sdc
export NUM_CORES = 4
export LEC_CHECK = 1
export CORE_UTILIZATION = 40
File: design/flow/constraint.sdc
current_design ALU

set clk_period 6.8
set clk_io_pct 0.2

create_clock -name clk0 -period $clk_period [get_ports {clk}]

set non_clock_inputs [all_inputs -no_clocks]
set_input_delay [expr $clk_period * $clk_io_pct] -clock clk0 $non_clock_inputs
set_output_delay [expr $clk_period * $clk_io_pct] -clock clk0 [all_outputs]
==> results.ini <==
[final_layout]
drive_above_1_share_pct = 5.226
syn_to_final_growth_pct = 12.85
fin_cells = 520

[clock_network]
h-tree-depth = 1
clock_sinks = 11
postCtsSetupBuffers = 0
ctsHoldBuffers = 0
cts_resized = 0
clockBufferDepth = 2
cts_buffers = 3
cts_tree = done
clk_pin_slew_ns = 0.05
cts_root_buf = clkbuf_8

[logic_synthesis]
netlist.area_leader.share_pct = 19.98
yosys.area.top_type = ha_1
ys_warn_count = 1
synth_area_um2 = 3068
flop_cell = edfxtp_1
synth_cells = 389
syn_area_per_cell_um2 = 7.887
edf_count = 8
synth.distinct_cells = 70
ys_seq_share_pct = 9.788
ys_ff = 11
asyncSetResetFlopFracSynth_pct = 0
synth.most_common_cell = ha_1
synth-cells-yosys = 389
yosys-stat-area_um2 = 3068
netlist_top_cells_count = ha_1 (49), a21oi_1 (38), inv_1 (38), nor2_1 (26), nand2_1 (25)
topCellsByArea = ha_1 (20%), edfxtp_1 (7.8%), a21oi_1 (6.2%), xnor2_1 (5.4%), inv_1 (4.6%)

[timing]
hold_viol = 0
rsz0062_at_grt = no
max_freq_mhz = 189.0
setup_tns_ns = 0
period_minus_slack_ns = 5.290
finalCritPeriodShare_pct = 77.79
setup_viol = 0
worst_pin_slew_ns = 0.6170
setup_ws_ns = 1.510
relSlewSlack_pct = 58.35
final-max-slew-violation-count = 0

[placed_design]
place.gp.congestion = 0.8850
place_ws_ns = 1.312
dp_hpwl_mm = 6.174
port-buffer-count = 33
place_inst = 516

[floorplanning]
fp-utilization_pct = 41.85
core_area_um2 = 7331
die_w_um = 89.58
io_pins = 35
die_area_um2 = 8024
rows = 31
die_h_um = 89.58

[pwr]
pwr-share-comb_pct = 70.1
power.internal_mw = 0.2931
seqPwrFrac_pct = 16.6
clockPowerShare_pct = 13.2
p_sw_mw = 0.2235
swShare_pct = 43.27
p_leak_nw = 1.509
irDropWorstVdd_mv = 0.05133
cellPowerDensity_nw_per_um2 = 149.2

[drt]
drt_iter0_drc = 194
antenna_left = 0
drc = 0
totalWireLength_mm = 7.536
vias = 2862
avgViaCountPerCell = 5.504
n_antenna_cell = 0
dr.pass1.iters = 4
detail_route.wl_per_cell_um = 14.49

[critical_path]
crit_start = b[0]
required_ns = 6.88
slowest_delay_ns = 0.56
endpoint_kind = register
cp.arrival_ns = 5.37
crit_type = in -> reg
cp_max_fo = 5
cp-start-kind = input port
cp_cell_sequence = clkdlybuf4s50_1, ha_1, inv_1, fa_1, nor2b_4, o21a_1, o21ai_0, and2_2, ha_1, a21oi_1, nand2_1, and3_4, mux2i_1, xnor3_1, mux4_2, mux2i_1
crit_slowest_cell = clkdlybuf4s50_1

[global_routing]
grt_max_degree = 35
grt_overflow = 0
grt_util_all_layers_pct = 20.65
antenna_found_initial = 0
grt_pass1_wl_mm = 12.59
grt_pass1_vias = 2674

[outcome]
status = complete, no violations

[flow_run]
warning_count = 43
drv_cap = 0

[worst_hold_path]
hold_depth = 1
hp-start = addr[0]
min_path_type = in -> reg
hold_path_end = out_addr[0]

[metrics by stage]
step                total power, mW  area (µm²)  hold slack, ns  utilization (%)
floorplan                    0.3571        3094           1.388                -
detailed placement           0.4465        3417           1.814            46.61
CTS                          0.5183        3462           1.557            47.23
global route                 0.5697        3462           1.566            47.23
finish                       0.5166        3462           1.561            47.23
global placement             0.4438        3417           1.813            46.61
[registers in the layout, summed over array words and instances, names as in the netlist]
register,cells
out,8
out_addr,3
[worst max path at each step]
stage | endpoint
global route | out[7]
finish | out[3]
CTS | out[3]
[metal layers]
layer  part of all wire [%]  vias up  track usage [%]
met4                    1.8        0            3.463
met2                     47       76            34.99
met5                      0        -                0
met3                    3.7       10            1.205
met1                     48     1305            29.90
li1                       -     1471                -
[worst max-delay path: cells and delay by family]
family                     cells  cell delay, ns
muxes                          3            0.80
adders and majority gates      3            1.02
and+or+nand+nor                4            0.70
buffers and inverters          2            0.64
xor gates and xnor gates       1            0.25
AOI/OAI and AO/OA              3            0.60
[power by group through the flow]
stage	combinational (mW)	clock (mW)	sequential, mW
final	0.362	0.0683	0.0859
after global routing	0.407	0.0753	0.0872
after CTS	0.361	0.0709	0.0861
[kinds of logic (layout without fill, tap and decap cells)]
kind of cell,count (synthesis),in the layout,share of synthesized area (%)
compound gates,119,119,25.65
xor+xnor,27,27,8.157
fa+ha+maj,53,53,22.59
buf+inv,53,78,9.665
flops,11,11,9.788
mux,10,10,4.078
other cells,1,8,0.1222
simple gates,115,115,19.94
[placed cells by master, fill, tap and decap left out, drive strengths merged, types with 5 or more instances in the layout]
cell type | synthesis | final
ha | 49 | 49
inv | 38 | 38
a21oi | 38 | 38
clkdlybuf4s50 | 0 | 33
nor2 | 27 | 27
nand2 | 25 | 25
xnor2 | 19 | 19
o21ai | 18 | 18
nand2b | 11 | 11
nand3 | 9 | 9
nor3 | 9 | 9
mux2i | 8 | 8
edfxtp | 8 | 8
conb | 1 | 8
nor2b | 8 | 8
o211ai | 7 | 7
xor2 | 7 | 7
o21a | 6 | 6
or3 | 5 | 5
o311ai | 5 | 5
[layout make-up]
type / count / area [µm²]
Tap cell: 99 / 123.9
Sequential cell: 11 / 300.3
Timing Repair Buffer: 36 / 352.8
Inverter: 38 / 142.6
Clock buffer: 4 / 45.04
Fill cell: 722 / 3869
Multi-Input combinational cell: 332 / 2497
Power and IR drop assume default switching activity.
