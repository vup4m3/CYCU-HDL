File: /design/flow/config.mk
export PLATFORM = sky130hd
export DESIGN_NAME = Destination_Reg
export DESIGN_NICKNAME = Destination_Reg
export VERILOG_FILES = /design/flow/design.v
export SDC_FILE = /design/flow/constraint.sdc
export NUM_CORES = 4
export LEC_CHECK = 1
export CORE_UTILIZATION = 50
File: /design/flow/constraint.sdc
current_design Destination_Reg

set clk_period 3.5
set clk_io_pct 0.2

create_clock -name clk0 -period $clk_period [get_ports {clk}]

set non_clock_inputs [all_inputs -no_clocks]
set_input_delay [expr $clk_period * $clk_io_pct] -clock clk0 $non_clock_inputs
set_output_delay [expr $clk_period * $clk_io_pct] -clock clk0 [all_outputs]
File: /design/flow/design.v
module Destination_Reg(
  input cap_en,
  input [7:0] wdata,
  input [2:0] addr,
  input clk,
  output reg [7:0] reg_0, reg_1, reg_2, reg_3, reg_4, reg_5, reg_6, reg_7
);
always @(posedge clk) begin
  if (cap_en == 0)
    ;
  else if (addr == 0)
    reg_0 = wdata;
  else if (addr == 1)
    reg_1 = wdata;
  else if (addr == 2)
    reg_2 = wdata;
  else if (addr == 3)
    reg_3 = wdata;
  else if (addr == 4)
    reg_4 = wdata;
  else if (addr == 5)
    reg_5 = wdata;
  else if (addr == 6)
    reg_6 = wdata;
  else if (addr == 7)
    reg_7 = wdata;
end
endmodule 
File: /design/flow/run.sh
#!/bin/bash
# OpenROAD 26Q1-2900-gdf79404cd8, Yosys 0.63+post, stock flow scripts
make -C /OpenROAD-flow-scripts/flow DESIGN_CONFIG=/design/flow/config.mk WORK_HOME=/design/flow/orfs finish
==> flow_metrics.py <==
# Synthesis and PnR figures
metrics = {
    "run_status": {
        "outcome": "complete, no violations",
    },
    "die": {
        "die_area_um2": 4354,
        "pin_count": 77,
        "design.core.area_um2": 3799,
        "die_y_um": 65.99,
        "fp_util_pct": 53.89,
        "num_rows": 22,
        "die_width_um": 65.99,
    },
    "route": {
        "routedWlPerCell_um": 17.48,
        "num_antenna_cells": 0,
        "wl_mm": 3.863,
        "first_iter_violations": 36,
        "num_vias": 1096,
        "final_antenna_net_count": 0,
        "viasPerCell": 4.959,
        "firstDrtPassIters": 4,
        "post-route-drc-count": 0,
    },
    "sta": {
        "period_minus_slack_ns": 2.353,
        "grt_setup_unrepaired": "false",
        "worst_pin_slew_ns": 0.7845,
        "finalMaxSlewViolations": 0,
        "fin_tns_setup_ns": 0,
        "whs_ns": 1.131,
        "max_freq_mhz": 425.1,
        "hold_viol": 0,
        "relSlewSlack_pct": 47.51,
        "fin_crit_sh_pct": 67.22,
        "setup_viol": 0,
    },
    "cts": {
        "htree_levels": 3,
        "clk_path_buf_depth": 2,
        "cts_hold_buffers": 0,
        "cts_setup_buffers": 0,
        "clockRootBuffer": "clkbuf_8",
        "cts_tree": "done",
        "numCtsBuffers": 9,
        "cts.sinks": 64,
        "clk_pin_slew_ns": 0.06,
        "cts_resized": 0,
    },
    "flow_run": {
        "drv_cap": 0,
        "warning_count": 27,
    },
    "global_route": {
        "grt_pass1_wl_mm": 5.837,
        "antenna_found_initial": 0,
        "grt_overflow": 0,
        "grt_usage_pct": 21.70,
        "grt_max_degree": 10,
        "grt_pass1_vias": 1106,
    },
    "critical_path": {
        "cp.arrival_ns": 2.31,
        "crit_required_ns": 3.46,
        "path_class": "primary input to flip-flop",
        "cp_cell_sequence": "clkdlybuf4s50_1 -> inv_2 -> ha_1 -> or2_4 -> nor3_2",
        "cp-end-kind": "flip-flop",
        "critPathTopFamily": "simple AND/OR/NAND/NOR gates",
        "path_buffers": 2,
        "cpMaxStageDelayCell": "clkdlybuf4s50_1",
        "slowest_delay_ns": 0.58,
        "critPathLaunchType": "primary input",
        "crit_fanout": 8,
    },
    "place": {
        "placed_area_um2": 2883,
        "place_hpwl_mm": 2.716,
        "io_buffers": 76,
        "place_congestion": 0.7659,
    },
    "power": {
        "p_leak_uw": 0.001012,
        "power.density_nw_per_um2": 470.4,
        "p_seq_share_pct": 61.3,
        "p_clk_share_pct": 33.3,
        "p_int_uw": 1160,
        "vdd_drop_max_uv": 360.3,
        "net-switching-power_uw": 263.6,
        "sw_frac_of_total_pct": 18.52,
        "p_comb_share_pct": 5.3,
    },
    "synthesis": {
        "synth_area_per_cell_um2": 25.27,
        "synthCells": 81,
        "ys_cells": 81,
        "synth_area_um2": 2047,
        "ys_seq_share_pct": 93.89,
        "ys_area_um2": 2047,
        "ys_types": 12,
        "yosys_warnings": 1,
        "numSynthFlops": 64,
    },
    "final_layout": {
        "layout-drive-gt1-share_pct": 9.827,
        "lay_top_count": "clkdlybuf4s50_1",
        "n_fill_cell": 193,
        "areaGrowthSynthToFinish_pct": 47.86,
        "final_cell_mix": "clkdlybuf4s50_1, edfxtp_1, clkbuf_8",
        "comb_area_um2": 117.6,
        "flop_area_um2": 1922,
        "fin_area_um2": 3027,
    },
    "min_path": {
        "hold_path.class": "primary input to flip-flop",
    },
}
## logic make-up after synthesis
group | share of synthesized area, %
and+or+nand+nor | 4.523
DFF | 93.89
buffers and inverters | 0.3664
adders and majority gates | 1.222
## stage by stage
stage / worst slack [ns] / cells / total power (µW) / util, %
2_1_floorplan: 1.444 / 81 / 897.2 / -
3_3_place_gp: 0.8661 / 207 / 962.1 / 75.89
3_5_place_dp: 0.7976 / 207 / 965.4 / 75.89
4_1_cts: 1.146 / 221 / 1436 / 79.68
5_1_grt: 1.075 / 221 / 1480 / 79.68
6_report: 1.147 / 221 / 1424 / 79.68
## state kept, by name (all words and copies together), names as in the netlist
register,count
reg_5,8
reg_4,8
reg_3,8
reg_7,8
reg_2,8
reg_6,8
reg_1,8
reg_0,8
## area by class of cell
type | count | share of cell area (%)
flip-flops and latches | 64 | 63.50
repair buffers | 78 | 25.63
clock buffers | 12 | 4.465
multi-input cells | 15 | 3.886
well taps | 48 | 1.984
clock inverters | 2 | 0.2894
inverters | 2 | 0.2480
## synthesized netlist by cell type, drive strengths merged
cell	n	share of area, %
edfxtp	64	94
nand2b	2	0.61
nor3	2	0.73
nor2	4	0.73
inv	2	0.37
nand2	2	0.37
or2	1	0.43
ha	2	1.2
nor4	2	1.7
## path summary, 6_finish.rpt
| kind | depth (start not counted) | start | slack [ns] | end |
|---|---|---|---|---|
| max | 5 | addr[1] | 1.15 | reg_2[2] |
| min | 1 | wdata[2] | 1.13 | reg_7[2] |
## layer usage
layer,part of all wire (%),routed length (µm),GRT usage [%]
met5,0,0,0
met3,10,398,9.441
met2,48,1860,28.70
met4,2.7,104,5.319
met1,39,1499,40.53
## power groups by stage
stage	logic, µW	registers, µW	clock network [µW]
CTS	77.2	873	486
finish	76.1	873	475
global route	82.8	874	523
Power and IR drop assume default switching activity.
