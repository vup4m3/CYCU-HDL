$ cat design.v
module Twenty_Bit_Reg(
clk,
din,
en,
dout
);
input clk;
input en;
input [19:0]din;
output reg [19:0]dout;
reg [19:0]temp;
always @(posedge clk) begin
  if (!en)
	dout <= 20'b0;
  else
	dout <= din;
end
endmodule 
$ cat run.sh
#!/bin/bash
# OpenROAD 26Q1-2900-gdf79404cd8, Yosys 0.63+post, stock flow scripts
make -C /OpenROAD-flow-scripts/flow DESIGN_CONFIG=/design/flow/config.mk WORK_HOME=/design/flow/orfs finish
$ cat config.mk
export PLATFORM = sky130hd
export DESIGN_NAME = Twenty_Bit_Reg
export DESIGN_NICKNAME = Twenty_Bit_Reg
export VERILOG_FILES = /design/flow/design.v
export SDC_FILE = /design/flow/constraint.sdc
export NUM_CORES = 4
export LEC_CHECK = 1
export CORE_AREA = 10 10 83 83
export DIE_AREA = 0 0 93 93
$ cat constraint.sdc
current_design Twenty_Bit_Reg

set clk_period 1.0
set clk_io_pct 0.2

create_clock -name clk0 -period $clk_period [get_ports {clk}]

set non_clock_inputs [all_inputs -no_clocks]
set_input_delay [expr $clk_period * $clk_io_pct] -clock clk0 $non_clock_inputs
set_output_delay [expr $clk_period * $clk_io_pct] -clock clk0 [all_outputs]
==> out/metrics.csv <==
stage,metric,value,unit
floorplan,core_area,0.005140,mm2
synth,synth-xor-area-share,0,%
routing,drc,0,
synth,ys_warn_count,1,
critical_path,start_kind,flip-flop,
synth,mux_area_share,0,%
run,cap_violations,0,
synth,top_cells_by_count,"dfxtp_1 (20), and2_2 (11), and2_1 (9), buf_6 (2)",
critical_path,cp_num_buf_inv,1,
layout,stdcell_count,156,
synth,top_logic_kind,simple AND/OR/NAND/NOR gates,
cts,clock_sinks,20,
global_routing,grt_pass1_vias,464,
final_timing,slew_violations,0,
outcome,outcome,completed,
final_timing,rsz0062_at_grt,false,
final_timing,fmax,1067,MHz
synth,compound_area_share,0,%
routing,wl_per_cell,10.20,um
synth,ys_ff,20,
placement,routabilityCongestion,0.6919,
layout,syn_to_final_growth,95.10,%
synth,synth_cell_types,4,
critical_path,path_cells,clkdlybuf4s15_1,
synth,adder_share,0,%
synth,topCellsByArea,"dfxtp_1 (71%), and2_2 (15%), and2_1 (10%)",
routing,vias,412,
critical_path,crit_end,dout[17],
floorplan,fp.dieArea,0.008649,mm2
critical_path,crit_start,dout[17],
cts,clk_pin_slew,0.07,ns
final_timing,maxSlewHeadroom,94.16,%
synth,top_area_share,71.27,%
synth,syn_area,561.8,um2
routing,dr.pass1.iters,2,
run,warning_count,25,
power_and_ir_drop,p_total,1.522,mW
layout,drive_gt1_share,20.93,%
routing,drtIter0Drc,3,
floorplan,dieWidth,93,um
synth,yosysMostFrequentCell,dfxtp_1,
cts,cts-root-buf,clkbuf_8,
routing,drt-vias-per-instance,2.641,
placement,port_buffers,41,
synth,postSynthSeqShare,71.27,%
synth,synth-edff-count,0,
critical_path,cp_num_cells,1,
final_timing,fin_crit,0.9376,ns
critical_path,worstPathRequired,0.80,ns
synth,netlist_instances,42,
cts,cts_htree_levels,1,
floorplan,die_height,93,um
final_timing,hold_viol,0,
critical_path,path_delay_family,flip-flops,
layout,largest_reg_flops,20,
floorplan,floorplanUtilization,10.93,%
critical_path,cpPeakStageDelay,0.31,ns
synth,synth-simple-area-share,24.72,%
synth,ys_cells,42,
final_timing,post-route-period-util,93.76,%
synth,syn_avg_cell_area,13.38,um2
routing,num_antenna_cells,0,
floorplan,rows,26,
floorplan,pin_count,42,
layout,top_regs,dout (20),
global_routing,grt_max_degree,11,
synth,async_flop_share,0,%
cts,holdBufCountCts,0,
final_timing,hold_slack,0.5064,ns
layout,fillers,584,
synth,flop_cell,dfxtp_1,
global_routing,overflow,0,
global_routing,grt_first_pass_wirelength,2456,um
cts,cts.path.max_buffers,2,
final_timing,layout_setup_ws,0.06242,ns
global_routing,grt_antenna_before_repair,0,
hold_path,hold_path.class,in2reg,
cts,cts_tree,yes,
power_and_ir_drop,ir_drop,0.0006613,V
power_and_ir_drop,power_leakage,0.4330,nW
critical_path,arrival,0.74,ns
final_timing,setup_viol,0,
placement,dp.cells,153,
hold_path,min_from,din[18],
critical_path,end_kind,output port,
synth,synth_area_leader_cell,dfxtp_1,
cts,cts_made_buffers,3,
critical_path,crit_fanout,1,
layout,top_register,dout,
placement,dpl_worst_slack,-0.09339,ns
critical_path,crit_type,reg2out,
routing,ant_nets,0,
power_and_ir_drop,p_per_area,1389,mW/mm2
critical_path,cp_slowest_cell,dfxtp_1,
synth,yosys_area,561.8,um2
global_routing,track_usage,3.665,%
routing,wl,1591,um
final_timing,tightest_slew,0.08731,ns
-- per-layer routing --
layer  track usage [%]  vias up  part of all wire [%]
li1                  -      213                     -
met1             4.000      169                    43
met2             5.666       30                    42
met3             3.150        0                    15
met4                 0        0                     0
met5                 0        -                     0
-- where the power goes --
| part | total [mW] | internal [mW] | switching [mW] |
|---|---|---|---|
| registers | 0.850 | 0.840 | 0.00941 |
| clock network | 0.491 | 0.267 | 0.224 |
| logic | 0.181 | 0.147 | 0.0337 |
| total | 1.52 | 1.25 | 0.268 |
-- how the worst min path moves through the flow --
stage          end  depth (start not counted)
5_1_grt   dout[18]                          2
4_1_cts   dout[18]                          2
6_report  dout[18]                          2
-- kinds of logic after synthesis --
kind of cell           after synthesis
DFF                                 20
buffers and inverters                2
and+or+nand+nor                     20
-- repair_timing --
item / in CTS / in global routing
setup endpoints to repair: 20 / 13
buffers inserted: 0 / 0
pin swaps: 0 / 0
gates resized: 28 / 14
-- through the flow --
stage | util, % | instance area, um2 | setup TNS, ns
6_report | 21.32 | 1096 | 0
5_1_grt | 21.32 | 1096 | 0
4_1_cts | 20.98 | 1079 | 0
3_5_place_dp | 20.47 | 1052 | -1.430
3_3_place_gp | 20.47 | 1052 | -1.257
2_1_floorplan | - | 561.8 | 0
-- placed cells by master (no fill, tap or decap) --
cell,netlist,layout
and2_2,11,11
dfxtp_2,0,2
buf_4,0,2
clkdlybuf4s50_1,0,21
clkdlybuf4s15_1,0,20
and2_1,9,9
dfxtp_1,20,18
clkbuf_8,0,3
-- layout make-up --
cell class              count  area, um2  area share [%]
repair buffers             43      425.4           38.81
flip-flops and latches     20      402.9           36.76
multi-input cells          20      138.9           12.67
well taps                  70      87.58           7.991
clock buffers               3      41.29           3.767
Power and IR drop assume default switching activity.
